File: design/flow/config.mk
export PLATFORM = sky130hd
export DESIGN_NAME = timer_unit
export DESIGN_NICKNAME = timer_unit
export VERILOG_FILES = /design/flow/design.v
export SDC_FILE = /design/flow/constraint.sdc
export NUM_CORES = 4
export LEC_CHECK = 1
export CORE_AREA = 10 10 100 100
export DIE_AREA = 0 0 110 110
File: design/flow/constraint.sdc
current_design timer_unit

set clk_period 2.1
set clk_io_pct 0.2

create_clock -name clk0 -period $clk_period [get_ports {clk}]

set non_clock_inputs [all_inputs -no_clocks]
set_input_delay [expr $clk_period * $clk_io_pct] -clock clk0 $non_clock_inputs
set_output_delay [expr $clk_period * $clk_io_pct] -clock clk0 [all_outputs]
File: design/flow/design.v
`default_nettype none
module timer_unit #(
        parameter    DATA_WIDTH = 8
    )(
        input  wire                  clk,         
        input  wire                  reset,       
        input  wire [DATA_WIDTH-1:0] mem_ocr0a,   
        input  wire [DATA_WIDTH-1:0] mem_ocr0b,   
        input  wire [DATA_WIDTH-1:0] mem_tcnt0,   
        input  wire [DATA_WIDTH-1:0] mem_tccr0a,  
        input  wire [DATA_WIDTH-1:0] mem_tccr0b,  
        output reg  [DATA_WIDTH-1:0] tcnt0,       
        output reg                   oc0a,        
        output reg                   oc0b         
    );
    wire    clk_t;
    wire    clk_io,       
            clk_io_8,     
            clk_io_64,    
            clk_io_256,   
            clk_io_1024;  
    wire     [7:0] clk_sources;   
    reg     [13:0] count;         
    always @(posedge clk, posedge reset) begin
        if (reset)
            count <= 0;
        else
            count <= count + 1;
    end
    assign clk_io           = clk;
    assign clk_io_8         = count[2];  
    assign clk_io_64        = count[5];  
    assign clk_io_256       = count[7];  
    assign clk_io_1024      = count[9];  
    assign clk_sources = {
        1'b0,  
        1'b0,  
        clk_io_1024,     
        clk_io_256,     
        clk_io_64,     
        clk_io_8,     
        clk_io,     
        1'b0      
        };
    assign clk_t = clk_sources[cs0];
    wire            [1:0] com0a;  
    wire            [1:0] com0b;  
    wire            [2:0] wgm0;   
    wire            [2:0] cs0;    
    assign com0a =  mem_tccr0a[7:6];    
    assign com0b =  mem_tccr0a[5:4];    
    assign wgm0  =  {mem_tccr0b[3], mem_tccr0a[1:0]};    
    assign cs0   =  mem_tccr0b[2:0];    
    wire [5:0]             timer_mode;   
    wire [DATA_WIDTH-1:0]  top;          
    assign timer_mode =
         (wgm0 == 0) ? 3'd1 :
         (wgm0 == 2) ? 3'd2 :
         (wgm0 == 3) ? 3'd3 :
         (wgm0 == 7) ? 3'd4 :
        3'd0;
    assign top =
         (timer_mode == 3'd1) ? 255 :
         (timer_mode == 3'd2) ? mem_ocr0a :
         (timer_mode == 3'd3) ? 255 :
         (timer_mode == 3'd4) ? mem_ocr0a :
        0;
    always @(posedge clk_t, posedge reset) begin
        if (reset) begin
            tcnt0 <= 0;
        end else begin
            if (mem_tcnt0 == top) begin
                 tcnt0 <= 0;  
            end else begin
                 tcnt0 <= mem_tcnt0 + 1;  
            end
        end
    end
    always @(posedge clk_t, posedge reset) begin
        if (reset) begin
            oc0a <= 0;
            oc0b <= 0;
        end else begin
            case (timer_mode)
				3'd1, 3'd2:
				begin
                    case (com0a)
								2'b01: if (mem_ocr0a == mem_tcnt0)
												oc0a <= ~oc0a;
								2'b10: if (mem_ocr0a == mem_tcnt0)
												oc0a <= 0;
								2'b11: if (mem_ocr0a == mem_tcnt0)
												oc0a <= 1;
                        default: ;  
                    endcase
                    case (com0b)
								2'b01: if (mem_ocr0b == mem_tcnt0)
												oc0b <= ~oc0b;
								2'b10: if (mem_ocr0b == mem_tcnt0)
												oc0b <= 0;
								2'b11: if (mem_ocr0b == mem_tcnt0)
												oc0b <= 1;
                        default: ;  
                    endcase
				end
				3'd3, 3'd4:
				begin
                    case (com0a)
								2'b01: if (wgm0 == 1 && mem_tcnt0 == mem_ocr0a)
												oc0a <= ~oc0a;
								2'b10: if (mem_tcnt0 == mem_ocr0a)
												oc0a <= 0;
										 else if (mem_tcnt0 == 0)
												oc0a <= 1;
								2'b11: if (mem_tcnt0 == mem_ocr0a)
												oc0a <= 1;
										 else if (mem_tcnt0 == 0)
												oc0a <= 0;
                        default: ;  
                    endcase
                    case (com0b)
								2'b10: if (mem_tcnt0 == mem_ocr0b)
												oc0b <= 0;
										 else if (mem_tcnt0 == 0)
												oc0b <= 1;
								2'b11: if (mem_tcnt0 == mem_ocr0b)
												oc0b <= 1;
										 else if (mem_tcnt0 == 0)
												oc0b <= 0;
                        default: ;  
                    endcase
				end
             default: begin
                    case (com0a)
                        default: ;  
                    endcase
                    case (com0b)
                        default: ;  
                    endcase
                end
            endcase
        end
    end
endmodule
File: design/flow/run.sh
#!/bin/bash
# OpenROAD 26Q1-2900-gdf79404cd8, Yosys 0.63+post, stock flow scripts
make -C /OpenROAD-flow-scripts/flow DESIGN_CONFIG=/design/flow/config.mk WORK_HOME=/design/flow/orfs finish
==> out/results.ini <==
[status]
status = finished clean

[yosys]
syn_area_per_cell_um2 = 8.519
top_area_share_pct = 28.11
synthArstFlopShare_pct = 100.0
ys_cells = 209
yosys.stat.seqShare_pct = 28.11
synth-main-ff-cell = dfrtp_1
yosys_warnings = 1
ys_top_cells_by_area = dfrtp_1 (28%), xnor2_1 (8.4%), xor2_1 (6.9%)
top_cell = dfrtp_1
ys.flops = 20
synth.distinct_cells = 45
syn_area_um2 = 1780
synthesis.instances = 209
edf_count = 0
ys_chip_area_um2 = 1780
synthTopCellsByCount = dfrtp_1 (20), xnor2_1 (17), a21oi_1 (16)
largest_area_cell = dfrtp_1

[placed_design]
gp_congestion = 0.8920
post-place-ws_ns = -0.3056
io_buffers = 45
dp_hpwl_um = 4266

[finish]
syn2layout_area_growth_pct = 56.22
post-route-util_pct = 35.63
drive_above_1_share_pct = 20.82
num-fill-cells = 785

[route]
wirelength_met1_um = 2655
dr.pass1.iters = 4
routed_via_density = 4.519
dr_wl_met2_um = 2383
num_antenna_cells = 0
drt-total-wl_um = 5496
ant_nets = 0
dr.max_layer_used = met3
wl_per_cell_um = 13.91
drtIter0Drc = 135
met3_length_um = 457
drcViolationCount = 0
vias = 1785

[setup_path]
critPathTopFamily = flip-flops
rrSetupSlack_ns = 0.77
cp_data_arrival_time_ns = 1.59
cpPeakStageDelay_ns = 0.39
path_buffers = 1
reg2reg_depth = 5
endpoint_kind = output pin
cpMaxStageDelayCell = dfrtp_1
cp_cell_sequence = dlygate4sd2_1
crit_type = register to output pin
setup.worst_path.start_class = register
r2r-end = count[9]
worst-path-max-fanout = 2
crit_required_ns = 1.68
worstReg2RegStart = count[2]

[die]
rows = 32
die_y_um = 110
coreArea_um2 = 7807
fp_util_pct = 22.80
dieWidth_um = 110
ioPinCount = 52
die-area_um2 = 12100

[pwr]
ir_drop_mv = 0.2614
p_per_area_nw_per_um2 = 457.2
power.leakage_nw = 1.211

[global_routing]
grt_max_degree = 21
overflow = 0
grt_use_total_pct = 9.439
grt_pass1_wl_um = 9246
antenna_found_initial = 0
grt_pass1_vias = 1882

[cts]
tritoncts = done
worstSkewPairLatency_ns = 0.86
clk_pin_slew_ns = 0.05

[timing]
period_minus_slack_ns = 2.006
clock_skew_ns = 0.0005018
setup_viol = 0
slew-limit-headroom_pct = 69.10
layout_setup_ws_ns = 0.09422
grt_setup_unrepaired = false
hold_violations = 0
finalClockPeriodUsage_pct = 95.51
tightest_slew_ns = 0.4593
finalMaxSlewViolations = 0
clock.fmax_mhz = 498.6

[run]
warnings = 37
cap_viol_max_count = 0

[min_path]
hold_path_class = primary input to register
whs_path_depth = 3
min_to = tcnt0[0]
min_from = mem_tcnt0[0]

worst max-delay path by stage:
stage         slack [ns]  depth (start not counted)  start  endpoint
finish              0.09                          1   oc0b      oc0b
global route       0.001                          1   oc0b      oc0b
CTS                 0.06                          1   oc0b      oc0b
flip-flops by register name (all words and copies together), names as in the netlist:
signal	cells
oc0b	1
tcnt0	8
count	10
oc0a	1
metrics by stage:
step | total power (W) | instance area, um^2 | hold slack [ns] | instances | setup TNS (ns)
after CTS | 0.001287 | 2781 | 0.2702 | 395 | 0
after floorplan | 0.0004368 | 1780 | 0.3838 | 209 | 0
after global routing | 0.001361 | 2781 | 0.2272 | 395 | 0
final | 0.001272 | 2781 | 0.2855 | 395 | 0
after detailed placement | 0.0006291 | 2556 | 0.4669 | 377 | -1.944
after global placement | 0.0006260 | 2556 | 0.4627 | 377 | -1.794
cells in the final DEF (no fill, tap or decap), types with 5 or more instances in the layout:
| master | Yosys | routed |
|---|---|---|
| xor2_1 | 14 | 14 |
| ha_1 | 7 | 7 |
| dlygate4sd2_1 | 0 | 10 |
| xnor2_1 | 17 | 17 |
| nor2_1 | 11 | 11 |
| inv_1 | 13 | 13 |
| buf_4 | 0 | 38 |
| clkbuf_8 | 0 | 16 |
| dfrtp_1 | 20 | 20 |
| a41oi_1 | 9 | 9 |
| a21oi_1 | 16 | 16 |
| o21ai_0 | 10 | 10 |
| nor4_1 | 5 | 5 |
| nand3_1 | 7 | 7 |
| nor2b_1 | 8 | 8 |
| nand2_1 | 6 | 6 |
| clkdlybuf4s50_1 | 0 | 35 |
repair_timing:
item                                   4_1_cts  5_1_grt
buffers inserted                             1        0
setup endpoints to repair                   10        0
endpoints found under the hold margin       20        0
resized                                     10        0
hold buffers                                 1        0
power breakdown:
| part | switching [W] | total, W | internal (W) |
|---|---|---|---|
| clock network | 0.000153 | 0.000663 | 0.000510 |
| logic | 0.000174 | 0.000383 | 0.000209 |
| registers | 0.00000341 | 0.000226 | 0.000223 |
layer usage:
metal,track usage [%],vias to the layer above
li1,-,913
met1,13.51,819
met2,13.80,53
met3,3.349,0
met4,1.115,0
met5,0,-
cell type report:
cell class / count / area [um^2] / area share [%]
multi-input combinational: 159 / 1147 / 41.25
timing repair buffer: 84 / 733.2 / 26.36
tap: 102 / 127.6 / 4.588
clock buffer: 16 / 220.2 / 7.917
inverter: 14 / 52.55 / 1.889
sequential: 20 / 500.5 / 17.99
kinds of logic after synthesis:
logic type | after synthesis | synth area share, %
AOI/OAI and AO/OA | 53 | 19.82
xor gates and xnor gates | 31 | 15.25
adders and majority gates | 7 | 4.919
buffers and inverters | 30 | 7.449
DFF | 20 | 28.11
muxes | 4 | 2.249
and+or+nand+nor | 64 | 22.21
No activity file was given, so power comes from the tool's default toggle rates.
