--- design/flow/design.v ---
`default_nettype none
module io_sram #(
        parameter   DATA_WIDTH = 8,
        parameter   ADDR_WIDTH = 6,   
		  parameter I_ADDR_WIDTH = 10   
    )(
        input  wire                    clk,
        input  wire                    reset,
        input  wire                    oe,
        input  wire                    cs,
        input  wire                    we,
        input  wire   [ADDR_WIDTH-1:0] address,
        inout  wire   [DATA_WIDTH-1:0] data,
        inout  wire   [DATA_WIDTH-1:0] pa,
        inout  wire   [DATA_WIDTH-1:0] pb
    );
    reg  [DATA_WIDTH-1:0] memory[0:(1<<ADDR_WIDTH)-1];
    reg  [ADDR_WIDTH-1:0] addr_buf;
    wire                  readonly;
    reg [DATA_WIDTH-1:0] pa_buf;  
    reg [DATA_WIDTH-1:0] pb_buf;  
    reg    [ADDR_WIDTH:0] i;
    always @(negedge clk)  
    begin
        if (reset) begin
            for (i = 0; i < (1<<ADDR_WIDTH); i = i + 1) begin
                memory[i] <= 0;
            end
        end
        else if (cs) begin
            if (we && !readonly) begin
                memory[address] <= data;
            end else begin
                addr_buf <= address;
            end
        end
        for (i = 0; i < DATA_WIDTH; i = i + 1) begin
				if (memory[6'h01][i] == 0) begin
					memory[6'h00][i] <= pa[i];   
				end else begin
					pa_buf[i] <= memory[6'h02][i];          
				end
				if (memory[6'h05][i] == 0) begin
					memory[6'h04][i] <= pb[i];   
				end else begin
					pb_buf[i] <= memory[6'h06][i];          
				end
        end       
    end
    assign data = (cs && oe && !we) ? memory[addr_buf] : {DATA_WIDTH{1'bz}};
    assign readonly = (address == 6'h00 || address == 6'h04);
	assign pa[0] = memory[6'h01][0] ? pa_buf[0] : 1'bz;
	assign pa[1] = memory[6'h01][1] ? pa_buf[1] : 1'bz;
	assign pa[2] = memory[6'h01][2] ? pa_buf[2] : 1'bz;
	assign pa[3] = memory[6'h01][3] ? pa_buf[3] : 1'bz;
	assign pa[4] = memory[6'h01][4] ? pa_buf[4] : 1'bz;
	assign pa[5] = memory[6'h01][5] ? pa_buf[5] : 1'bz;
	assign pa[6] = memory[6'h01][6] ? pa_buf[6] : 1'bz;
	assign pa[7] = memory[6'h01][7] ? pa_buf[7] : 1'bz;
	assign pb[0] = memory[6'h01][0] ? pb_buf[0] : 1'bz;
	assign pb[1] = memory[6'h01][1] ? pb_buf[1] : 1'bz;
	assign pb[2] = memory[6'h01][2] ? pb_buf[2] : 1'bz;
	assign pb[3] = memory[6'h01][3] ? pb_buf[3] : 1'bz;
	assign pb[4] = memory[6'h01][4] ? pb_buf[4] : 1'bz;
	assign pb[5] = memory[6'h01][5] ? pb_buf[5] : 1'bz;
	assign pb[6] = memory[6'h01][6] ? pb_buf[6] : 1'bz;
	assign pb[7] = memory[6'h01][7] ? pb_buf[7] : 1'bz;
endmodule
--- design/flow/run.sh ---
#!/bin/bash
# OpenROAD 26Q1-2900-gdf79404cd8, Yosys 0.63+post, stock flow scripts
make -C /OpenROAD-flow-scripts/flow DESIGN_CONFIG=/design/flow/config.mk WORK_HOME=/design/flow/orfs finish
--- design/flow/config.mk ---
export PLATFORM = sky130hd
export DESIGN_NAME = io_sram
export DESIGN_NICKNAME = io_sram
export VERILOG_FILES = /design/flow/design.v
export SDC_FILE = /design/flow/constraint.sdc
export NUM_CORES = 4
export LEC_CHECK = 1
export CORE_UTILIZATION = 30
--- design/flow/constraint.sdc ---
current_design io_sram

set clk_period 14.7
set clk_io_pct 0.2

create_clock -name clk0 -period $clk_period [get_ports {clk}]

set non_clock_inputs [all_inputs -no_clocks]
set_input_delay [expr $clk_period * $clk_io_pct] -clock clk0 $non_clock_inputs
set_output_delay [expr $clk_period * $clk_io_pct] -clock clk0 [all_outputs]
==> run summary <==
Outcome: stopped before the end
Last stage reached: clock tree synthesis (4_1_cts)
Run Error: [error] [KeplerFormal.cpp:679] Workflow failed: Iso has multiple drivers: .pa0, pa[0]$_DFFE_NP_.Q0
Largest logic family: simple AND/OR/NAND/NOR gates
Yosys stat chip area: 0.0251 mm^2
Port bufs: 9
Simple-gate share of the synthesized area: 15.3%
Die Y: 291 um
Number of H-tree levels: 2
Cts bufs inserted: 56
Mapped cell area: 0.0251 mm^2
Clock tree buffer depth: 3
Yosys Instances: 1835
Mux frac, synth: 11.2%
Ys flops: 540
Post-synthesis compound-gate area fraction: 4.51%
Yosys warning count: 18
GP Congestion: 0.867
Adder share: 0%
Sequential area share after synthesis: 64.4%
Synth Area per Inst: 13.7 um^2
XORs/XNORs by Area: 0%
Async set-or-reset flop fraction in the synthesized netlist: 0%
Top Ports: 35
Clock Sinks: 540
Total setup buffers inserted after CTS: 0
Unique cell types: 34
CTS resizes: 0
Die extent in x: 291 um
Root Buffer: clkbuf_16
Synth Instances: 1835
Pre-CTS WS: 1310 ps
Detailed Place HPWL: 41.7 mm
EDFF count, synth: 534
Init Core Util: 30.5%
Hold buffer count at cts: 0
Commonest flop: edfxtp_1
Row cnt: 105
cell families after synthesis:
| logic type | Yosys count |
|---|---|
| compound gates | 152 |
| buf+inv | 185 |
| mux | 238 |
| flops | 540 |
| simple gates | 720 |
synthesized netlist by cell type (all sizes together) (10+ instances only):
cell    number  area (um^2)
mux4        32          739
mux2i      200         2000
clkbuf      41          154
buf        142          997
nor4        10          183
nand2b      82          513
nor2b       27          169
nor2        17         63.8
a21oi       32          160
a22o        24          210
a22oi       64          480
nor3       505         2570
edfxtp     534        16000
nand2       69          259
metrics by stage:
| stage | power, mW | area (um^2) | std cells |
|---|---|---|---|
| global placement | 2.40 | 25900 | 2797 |
| floorplan | 2.29 | 25100 | 1835 |
| detailed placement | 2.41 | 25900 | 2797 |
Power is estimated from default activity; no workload was simulated.
