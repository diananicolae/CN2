==> design/flow/design.v <==
`default_nettype none
module sram #(
        parameter DATA_WIDTH  = 8,
        parameter ADDR_WIDTH  = 8        
    )(
        input  wire                  clk,
        input  wire                  oe,
        input  wire                  cs,
        input  wire                  we,
        input  wire [ADDR_WIDTH-1:0] address,
        inout  wire [DATA_WIDTH-1:0] data
    );
    reg [DATA_WIDTH-1:0] memory[0:(1<<ADDR_WIDTH)-1];
    reg [ADDR_WIDTH-1:0] addr_buf;
    reg [ADDR_WIDTH:0] i;
    initial begin
        for (i = 0; i < (1<<ADDR_WIDTH); i = i + 1) begin
            memory[i] <= 0;
        end
    end
    always @(negedge clk)
    begin
        if (cs) begin
            if (we) begin
                memory[address] <= data;
            end else begin
                addr_buf <= address;
            end
        end
    end
    assign data = (cs && oe && !we) ? memory[addr_buf] : {DATA_WIDTH{1'bz}};
endmodule
==> design/flow/run.sh <==
#!/bin/bash
# OpenROAD 26Q1-2900-gdf79404cd8, Yosys 0.63+post, stock flow scripts
make -C /OpenROAD-flow-scripts/flow DESIGN_CONFIG=/design/flow/config.mk WORK_HOME=/design/flow/orfs finish
==> design/flow/config.mk <==
export PLATFORM = sky130hd
export DESIGN_NAME = sram
export DESIGN_NICKNAME = sram
export VERILOG_FILES = /design/flow/design.v
export SDC_FILE = /design/flow/constraint.sdc
export NUM_CORES = 4
export LEC_CHECK = 1
export CORE_UTILIZATION = 50
==> design/flow/constraint.sdc <==
current_design sram

set clk_period 63.7
set clk_io_pct 0.2

create_clock -name clk0 -period $clk_period [get_ports {clk}]

set non_clock_inputs [all_inputs -no_clocks]
set_input_delay [expr $clk_period * $clk_io_pct] -clock clk0 $non_clock_inputs
set_output_delay [expr $clk_period * $clk_io_pct] -clock clk0 [all_outputs]
==> impl_metrics.tcl <==
# collected from the flow reports
set metrics [dict create \
    synth_top_area_share 0.768 \
    status "did not finish" \
    synth-edff-count 2056 \
    io_buffers 10 \
    htreeDepth 4 \
    die_y_um 403 \
    dp.final_hpwl_mm 115 \
    ff_type "edfxtp_1" \
    lastStage "clock tree synthesis" \
    place_congestion 0.889 \
    die_w_um 403 \
    yosys.area.top_type "edfxtp_1" \
    ys_cells 3837 \
    io_pins 20 \
    yosysWarnings 2 \
    cts_inserted_buffers 218 \
    yosysChipArea_um2 80400 \
    rows 146 \
    fp-utilization 0.506 \
    ys_seq_elements 2064 \
    cts_resized 0 \
    synth.cell_area_um2 80400 \
    ys_seq_share 0.770 \
    root_buffer "clkbuf_16" \
    stop_error "[error] [KeplerFormal.cpp:679] Workflow failed: Iso has multiple drivers: .data0, place308.X0" \
    common_cells "edfxtp_1 (2056), mux4_2 (407), nor2_1 (283), mux2i_1 (180), a22oi_1 (146)" \
    cts_sinks 2064 \
    holdBufCountCts 0 \
    topCellsByArea "edfxtp_1 (77%), mux4_2 (11%), mux2i_1 (2.2%), a22oi_1 (1.4%), nor2_1 (1.3%)" \
    synth_dominant_cell_count "edfxtp_1" \
    cts_setup_buffers 0 \
    synth.avg_cell_area_um2 20.9 \
    ctsLongestPathBuffers 3 \
    synth_cell_types 67 \
    netlist_instances 3837 \
    async_flop_share 0 \
]
[metrics by stage]
step	hold slack [ns]	area (um2)	cells	worst slack, ns	total power, mW
detailed placement	0.459	82800	5844	12.80	2.11
global placement	0.451	82800	5844	12.82	2.16
floorplan	0.449	80400	3837	3.88	1.98
[cells by family after synthesis]
kind of cell | Yosys count | synth area share
buffers and inverters | 244 | 0.0215
muxes | 625 | 0.144
and+or+nand+nor | 500 | 0.0283
DFF | 2064 | 0.770
AOI/OAI and AO/OA | 404 | 0.0358
Power is estimated from default activity; no workload was simulated.
